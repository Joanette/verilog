### ./run.sh
#!/bin/bash
# OpenROAD 26Q1-2900-gdf79404cd8, Yosys 0.63+post, stock flow scripts
make -C /OpenROAD-flow-scripts/flow DESIGN_CONFIG=/design/flow/config.mk WORK_HOME=/design/flow/orfs finish
### ./config.mk
export PLATFORM = sky130hd
export DESIGN_NAME = MUXF
export DESIGN_NICKNAME = MUXF
export VERILOG_FILES = /design/flow/design.v
export SDC_FILE = /design/flow/constraint.sdc
export NUM_CORES = 4
export LEC_CHECK = 1
export CORE_AREA = 10 10 84 84
export DIE_AREA = 0 0 94 94
### ./constraint.sdc
current_design MUXF

set clk_period 1.1
set clk_io_pct 0.2

create_clock -name clk0 -period $clk_period

set non_clock_inputs [all_inputs -no_clocks]
set_input_delay [expr $clk_period * $clk_io_pct] -clock clk0 $non_clock_inputs
set_output_delay [expr $clk_period * $clk_io_pct] -clock clk0 [all_outputs]
### ./design.v
module MUXA(out,ir,px,MA);
output reg [3:0] out;
input  [31:0] ir;
input [3:0] px;
input  [1:0] MA;
always @ (MA,  ir, px)
	  begin
			case(MA)
			2'd0: 
				out = ir[19:16];
			2'd1:  begin
				out = ir[15:12] + px[3:0];		  
			end
			2'd2: begin
				out = 4'b1111;
			end
			endcase
	  end
endmodule
module MUXPB(outPB,L0,L1,L2,MB);
output reg [31:0] outPB;
input [1:0] MB;
input [31:0] L0;
input [31:0] L1;  
input [31:0] L2; 
	always @(MB, L0, L1, L2)
		begin 
			case(MB)
			2'd0: begin
				outPB = L0;	 			  
			end
			2'd1:
			begin 
				outPB = L1;
			end
			2'd2: begin
				outPB = L2;	
			end
			2'd3: begin
				outPB = 32'd5;
			end	
			endcase
		end
endmodule
module MUXC(outC,ir,px,MC);
output reg [3:0] outC;
input [3:0] px;
input [2:0]MC; 
input [31:0] ir;
	always @(MC,ir,px)
		begin 
		case(MC)
		 3'd0: 
			outC = px[3:0]+ir[15:12];  
		 3'd1: 
			outC = ir[19:16];  
		 3'd2:
			outC = 4'b1110;  
		 3'd3:
			outC = 4'b1111;  
		 3'd4: 
			outC = 4'b0111;  
		 endcase
		end
endmodule
module MUXD (outD, OP, ir, MD); 
output reg [4:0] outD; 
input  [4:0] OP; 
input  [31:0] ir;
input  MD;
always @(MD,OP, ir)
	begin 
		case(MD)
		1'd0: 
			outD = ir[24:21];
		1'd1:
			outD = OP;
		endcase
	end 	
endmodule
module MUXE(outE, L1, L0, ME); 
output reg [31:0] outE;
input  [31:0] L1;
input  [31:0] L0; 
input  ME;
always @(ME,L1, L0)
	begin 
		case(ME) 
		1'd0:
			begin
			outE = L0;
			end
		1'd1:
			outE = L1;
		endcase
	end 
endmodule
module MUXF(outF, L3,L2,L1,L0, MF);
output reg [31:0] outF; 
input  [31:0] L3;
input  [31:0] L2; 
input  [31:0] L1;
input  [31:0] L0; 
input [1:0] MF; 
always @(MF, L3, L2, L1, L0)
	begin 
		case(MF) 
		2'd0:
			outF = L0; 
		2'd1: 
			outF = L1;
		2'd2: 
			outF = L2;
		2'd3: begin
			outF = L3;
		end
		endcase
	end
endmodule
module MUXG(outG,L0, L1, MG);
output reg [31:0] outG; 
input  [31:0] L1;
input  [31:0] L0;
input  MG; 
always @(MG, L0, L1)
	begin 
		case(MG)
		1'd0: 
			outG = L0;
		1'd1: 
			outG = L1;
		endcase
	end
endmodule
module MUXH(outH, L0, L1, MH); 
output reg [31:0] outH; 
input  [31:0] L1;
input  [31:0] L0;
input  MH; 
always @(MH, L0, L1)
	begin 
		case(MH)
		1'd0: 
			outH = L0;
		1'd1: 
			outH = L1;
		endcase
	end
endmodule
module MUXI(outI,T,IR0,MI); 
output reg [2:0] outI; 
input  [1:0] MI;
input [2:0] IR0;
input  [2:0] T; 
always @(MI, T, IR0) 
	begin 
		case(MI)
			2'd0: 
				outI = 3'd1;
			2'd1:
				outI = IR0; 
			2'd2:
				outI = T;
		endcase
	end
endmodule
module MUXJ(outJ, ir, MJ); 
output reg [3:0] outJ; 
input [1:0] MJ; 
input [31:0] ir; 
always @(MJ, ir) 
	begin
		case(MJ)
			2'd0: 
				outJ = ir[3:0];
			2'd1:
				outJ = 4'd7;
			2'd2:
				outJ = ir[15:12];
		endcase
	end
endmodule
==> impl_results.rst <==
Implementation results
======================

.. list-table::
   :header-rows: 1

   * - Metric
     - Value
   * - Hold Path Stages
     - 3
   * - Worst-path maximum fanout
     - 6
   * - Non-filler cells in the finished layout
     - between 200 and 300
   * - RSZ-0062 raised after global routing
     - true
   * - Global-route wire length before repair
     - 9.22 mm
   * - Yosys cell count
     - 39
   * - Total setup buffers inserted after CTS
     - 0
   * - Placer congestion estimate
     - between 0.9 and 1
   * - Average cell area after synthesis
     - roughly 21 sq um
   * - IR drop worst, VDD
     - between 150 and 200 uV
   * - Number of warnings the tools reported
     - 35
   * - Worst setup margin
     - -262 ps
   * - Total power
     - between 700 and 800 uW
   * - Post-placement cell area
     - around 0.0025 sq mm
   * - Synthesis-to-layout area growth
     - 189%
   * - Final Hold Violation Tally
     - 0
   * - Start-to-end type of the worst setup path
     - input port to output port
   * - Remaining max-slew budget at the tightest pin
     - 0.870
   * - Initial core utilization
     - 0.156
   * - Areal power density over the cells
     - between 300 and 400 mW/mm^2
   * - Final setup viols
     - 32
   * - Die outline width
     - about 94 um
   * - Mapped Area
     - between 800 and 900 sq um
   * - Combined flip-flop and latch cell area
     - 0 sq um
   * - Total core area
     - between 0.005 and 0.006 sq mm
   * - Critical Path Start Type
     - input port
   * - Fraction of the yosys area taken by sequential cells
     - 0
   * - Worst setup slack before clock tree synthesis
     - -873 ps
   * - Overall die height
     - around 94 um
   * - Number of max-slew violations in the final report
     - 0
   * - DRT Pass-1 Iters
     - 3
   * - Leak pwr
     - 1.13 nW
   * - WP data required
     - approximately 880 ps
   * - Start point of the worst hold path
     - L3[7]
   * - Via count
     - around 1.2k
   * - DRT antenna net count
     - 0
   * - Ratio of cells with drive above 1 in the final layout
     - 0.369
   * - Overall track demand over capacity in global routing
     - 0.141
   * - Maximum number of pins on one net before global-route repair
     - 17
   * - Number of remaining DRC errors
     - 0
   * - Area of combinational cells with multiple inputs
     - 721 sq um
   * - Global route total overflow
     - 0
   * - Count of hold buffers inserted by post-cts repair
     - 0
   * - Final Core Density
     - 0.453
   * - Total routed wirelength
     - around 6.6 mm
   * - Area reported by Yosys stat
     - 815 sq um
   * - Num sequential
     - 0
   * - # port buffers
     - 162
   * - Final critical-path required period
     - approximately 1400 ps
   * - Type of the tightest min-delay check
     - input port to output port
   * - Total die size
     - roughly 0.0088 sq mm
   * - Transition time at the pin with the least slew margin
     - 194 ps
   * - Capturing element type of the critical path
     - output port
   * - Placed cells
     - about 270
   * - Outcome
     - finished, violations left
   * - Layout Cell Area excl Fill
     - around 0.0024 sq mm
   * - Number of instances in the synthesized netlist
     - 39
   * - Violated checks
     - negative setup slack
   * - Standard-cell row count
     - 26
   * - Most frequently placed logic cell in the final layout
     - sky130_fd_sc_hd__dlygate4sd2_1
   * - Initial antenna violation count
     - 2
   * - Highest-count cells in the layout ignoring fill and taps
     - 128 x sky130_fd_sc_hd__dlygate4sd2_1, 32 x sky130_fd_sc_hd__mux4_2, 32 x sky130_fd_sc_hd__buf_2
   * - Via count of the first global-routing pass
     - ~1.4k
   * - Layout clock buffer count
     - 0
   * - Number of top-level design ports
     - 162
   * - Vias per cell
     - between 4 and 5
   * - Maximum operating frequency
     - roughly 730 MHz
   * - Share of the clock period used by the worst path after layout
     - 1.24
   * - Yosys warns
     - 1
   * - Crit path arrival time
     - 1140 ps
   * - Wire length per cell after detailed routing
     - around 24 um
   * - Detail Placement HPWL
     - 5.68 mm
   * - Terminating pin of the worst hold path
     - outF[7]
   * - Iteration-0 DRC count of the detailed router
     - 10
   * - Cell variety after synth
     - 5
   * - Max-cap check violation count
     - 0
   * - Fill cell count
     - ~530
per-stage QoR:
| step | hold slack (ps) | setup TNS, ps |
|---|---|---|
| floorplan | 526 | -949 |
| global route | 938 | -8270 |
| CTS | 926 | -7640 |
| finish | 924 | -7350 |
| detailed placement | 1470 | -26840 |
| global placement | 1470 | -26750 |
cell usage after synthesis:
master / instances / area share
sky130_fd_sc_hd__mux4_1: 2 / 0.065
sky130_fd_sc_hd__mux4_2: 30 / 0.83
sky130_fd_sc_hd__buf_12: 3 / 0.074
sky130_fd_sc_hd__buf_6: 1 / 0.014
sky130_fd_sc_hd__buf_2: 3 / 0.018
worst max-delay path, stage by stage:
cell and delay [ps]:
sky130_fd_sc_hd__buf_16 130, sky130_fd_sc_hd__buf_12 140, sky130_fd_sc_hd__mux4_2 510, sky130_fd_sc_hd__buf_2 130
repair_timing:
| action | 4_1_cts | 5_1_grt |
|---|---|---|
| gates resized | 255 | 2 |
| pin swaps | 0 | 0 |
| endpoints found under the setup margin | 32 | 32 |
| gates cloned | 5 | 1 |
power by group:
part / internal, mW / switching, mW / total [mW]
combinational: 0.580 / 0.212 / 0.792
clock: 0.000000243 / 0 / 0.000000243
sequential: 0 / 0 / 0
how the worst max path moves through the flow:
stage / slack (ps) / endpoint / cells past startpoint / start
final: -260 / outF[20] / 4 / MF[0]
after global routing: -300 / outF[3] / 4 / MF[0]
after CTS: -270 / outF[20] / 4 / MF[0]
area by class of cell:
cell class / instances / share of cell area
diodes: 2 / 0.00212
well taps: 70 / 0.0372
repair buffers: 171 / 0.655
multi-input cells: 32 / 0.306
kinds of logic (layout without fill, tap and decap cells):
group | Yosys count | after routing | synth area share
muxes | 32 | 32 | 0.894
buffers and inverters | 7 | 171 | 0.106
other | 0 | 2 | 0
layer usage:
| layer | wire length, um | up-vias | global-route usage |
|---|---|---|---|
| met4 | 26 | 0 | 0.0165 |
| met5 | 0 | - | 0 |
| met2 | 3770 | 64 | 0.263 |
| li1 | - | 544 | - |
| met3 | 521 | 2 | 0.0404 |
| met1 | 2300 | 567 | 0.160 |
Power figures rest on the tool's default switching activity, not on a simulated workload.
