**flow/config.mk**
```make
export PLATFORM = sky130hd
export DESIGN_NAME = ALU
export DESIGN_NICKNAME = ALU
export VERILOG_FILES = /design/flow/design.v
export SDC_FILE = /design/flow/constraint.sdc
export NUM_CORES = 4
export LEC_CHECK = 1
export CORE_UTILIZATION = 50
```
**flow/constraint.sdc**
```tcl
current_design ALU

set clk_period 20.8
set clk_io_pct 0.2

create_clock -name clk0 -period $clk_period

set non_clock_inputs [all_inputs -no_clocks]
set_input_delay [expr $clk_period * $clk_io_pct] -clock clk0 $non_clock_inputs
set_output_delay [expr $clk_period * $clk_io_pct] -clock clk0 [all_outputs]
```
**flow/design.v**
```verilog
module ALU(output reg [31:0] result, output reg FlagZ, FlagN, FlagC, FlagV, input [31:0] A, B, input [4:0] opcode, input carry);
reg signed [31:0] sA;
reg signed [31:0] sB;
always @(A, B, carry, opcode)
	 begin
	 	sA = A;
		sB = B;
		case (opcode)
			5'b00000:	 
				begin
					result = A & B;
					FlagC = carry;
				end
			5'b00001:	 
				begin
					result = A ^ B;
					FlagC = carry;
				end
			5'b00010:	 
				begin
					{FlagC, result} = A - B;
					check_overflow_sub();
				end
			5'b00011:	 
				begin
					{FlagC, result} = B - A;
					check_overflow_sub();
				end
			5'b00100:	 
				begin
					{FlagC, result} = A + B;
					check_overflow_add();
				end
			5'b00101:	 
				begin
					{FlagC, result} = A + B + carry;
					check_overflow_add();
				end
			5'b00110:	 
				begin
					{FlagC, result} = A - B + (~carry);
					FlagC = ~FlagC;
					check_overflow_sub();
				end
			5'b00111:	 
				begin
					{FlagC, result} = B - A + (~carry);
					FlagC = ~FlagC;
					check_overflow_sub();
				end
			5'b01000:	 
				begin
					{FlagZ, FlagN} =  A & B;
				end
			5'b01001:	 
				begin
					{FlagZ, FlagN} =  A ^ B;
				end
			5'b01010:	 
				begin
					{FlagZ, FlagN} =  A - B;
				end
			5'b01011:	 
				begin
					{FlagZ, FlagN} =  A + B;
				end
			5'b01100:	 
				begin
					result = A | B;
					FlagC = carry;
				end
			5'b01101:	 
				begin
					result = B;
				end
			5'b01110:	 
				begin
					result = A & !B;
				end
			5'b01111:	 
				begin
					result = !B;
				end
			5'b10000:	 
				begin
					result = A;
				end
			5'b10001:	 
				begin
					result = A + 4;
				end
			5'b10010:	 
				begin
					result = A + B + 4;
				end
			5'b10011:	 
				begin
					result = B;
				end
			5'b10100:	 
				begin
					result = A - B + 4;
				end
		endcase
		FlagN = result[31];
		if(result == 0)	FlagZ =1;
		else FlagZ = 0;			
	end
task check_overflow_add;
begin
	if((A[31] == 0 && B[31] == 0 && result[31] == 1) || (A[31] == 1 && B[31] == 1 && result[31] == 0))
		FlagV = 1;
	else 
		FlagV = 0;
end
endtask
task check_overflow_sub;
begin
	if((A[31] == 0 && B[31] == 1 && result[31] == 1) || (A[31] == 1 && B[31] == 0 && result[31] == 0))
		FlagV = 1;
	else 
		FlagV = 0;
end
endtask
endmodule
```
**flow/run.sh**
```bash
#!/bin/bash
# OpenROAD 26Q1-2900-gdf79404cd8, Yosys 0.63+post, stock flow scripts
make -C /OpenROAD-flow-scripts/flow DESIGN_CONFIG=/design/flow/config.mk WORK_HOME=/design/flow/orfs finish
```
==> flow_metrics.py <==
# Generated from Yosys and OpenROAD reports
metrics = {
    "grt": {
        "grt_pass1_vias": 19900,
        "grt_use_total_pct": 54.5,
        "globalRouteOverflowTotal": 0,
        "grt_pass1_wl_um": 137000,
        "grt_antenna_before_repair": 5,
        "grt_max_degree": 34,
    },
    "synth": {
        "edf_count": 0,
        "synth.yosys.warnings": 1,
        "flop_cell": "dlxtn_1",
        "top_cell_area_share_pct": 14.1,
        "synth.area.top_cells": "ha_1 (14%), xnor2_1 (8.3%), fa_1 (7.2%)",
        "simple_gate_area_share_pct": 26.5,
        "async_flop_share_pct": 0,
        "synth_area_leader_cell": "ha_1",
        "syn_inst": 2418,
        "synthXorXnorAreaFrac_pct": 11.0,
        "synth-cells-yosys": 2418,
        "numSynthFlops": 34,
        "synth_area_um2": 17300,
        "ys_sh_adder_pct": 21.3,
        "aoi_share_pct": 31.0,
        "ys_area_um2": 17300,
        "ys_types": 113,
        "ys_sh_mux_pct": 0.701,
        "top_logic_kind": "AND-OR/OR-AND gates",
        "synth_area_per_cell_um2": 7.16,
    },
    "routing": {
        "routed_via_density": 7.27,
        "ant_nets": 0,
        "drc": 0,
        "drtIter0Drc": 2974,
        "wl_per_cell_um": 32.7,
        "wl_um": 95700,
        "drtPass1Iterations": 7,
        "num_vias": 21300,
    },
    "power": {
        "p_int_mw": 0.246,
        "switching_power_mw": 0.469,
        "p_total_mw": 0.715,
        "power.density_nw_per_um2": 37.6,
        "ir_drop_uv": 22.3,
        "switching_share_pct": 65.6,
        "leakage_nw": 7.37,
    },
    "sta": {
        "slew_headroom_pct": 7.16,
        "hold_viol": 0,
        "setup_violations": 0,
        "final-max-slew-violation-count": 0,
        "finalCriticalPeriod_ps": 16110,
        "unclocked_regs": 34,
        "fmax_ghz": 0.0621,
        "rsz0062_at_grt": "false",
        "untimed_endpoints": 68,
        "period_used_pct": 77.4,
        "whs_ps": 9830,
        "worst_pin_slew_ps": 1380,
        "tns_ps": 0,
        "fin_ws_ps": 4690,
    },
    "place": {
        "dp_hpwl_um": 77000,
        "dpl.cell_count": 2921,
        "pre_cts_ws_ps": 5150,
        "routabilityCongestion": 1.22,
        "portBuffers": 106,
        "place_area_um2": 19000,
    },
    "floorplan": {
        "die_h_um": 188,
        "die_w_um": 188,
        "core-area_um2": 33800,
        "dieArea_um2": 35400,
        "num_rows": 67,
        "io_pins": 106,
        "fp_util_pct": 51.3,
    },
    "worst_hold_path": {
        "hold_depth": 5,
        "hold_path.class": "in -> out",
    },
    "worst_setup_path": {
        "start_kind": "primary input",
        "path_class": "in -> out",
        "critPathCaptureType": "output port",
        "arrival_ps": 11950,
        "required_ps": 16640,
        "crit_fanout": 19,
    },
    "cells_and_area": {
        "final_area_um2": 19000,
        "areaGrowthSynthToFinish_pct": 9.67,
        "drive_above_1_share_pct": 7.24,
        "utilization_pct": 56.2,
        "fin_cells": 2926,
    },
    "status": {
        "status": "finished clean",
    },
    "clocking": {
        "cts_resized": 0,
        "hold_buffers": 0,
        "post_cts_buffers": 0,
    },
    "job": {
        "cap_violations": 0,
        "warning_count": 187,
    },
}
==> worst max-delay path, cell delays in order <==
cell and delay [ps]:
clkdlybuf4s50_1 900, inv_1 200, ha_1 870, inv_1 210
fa_1 450, nor2b_1 180, o2111ai_1 280, a2111oi_0 1090
nor3_1 140, buf_4 220, o21ai_0 560, a211oi_1 330
o31ai_1 290, a21oi_1 130, xor2_1 160, o221a_1 230
nor4b_1 440, o2111ai_1 280, nor4_2 260, clkdlybuf4s50_1 520
==> layout make-up <==
class / instances / area, µm²
timing repair buffer: 181 / 1620
multi-input combinational: 2103 / 15700
sequential: 34 / 510
inverter: 155 / 582
fill: 3268 / 14800
tap: 448 / 561
antenna: 5 / 12.5
==> state kept, by name (all words and copies together), names as in the netlist <==
signal  flops
FlagV       1
result     32
FlagC       1
==> power groups by stage <==
| stage | clock network, mW | logic, mW | registers, mW |
|---|---|---|---|
| after CTS | 0 | 0.663 | 0.0127 |
| after global routing | 0 | 0.728 | 0.0131 |
==> cell usage after synthesis (30+ instances only) <==
| cell type | count |
|---|---|
| nor3_1 | 73 |
| inv_1 | 141 |
| o31ai_1 | 30 |
| o21ai_0 | 127 |
| nand4_1 | 51 |
| dlxtn_1 | 34 |
| o211ai_1 | 30 |
| nand3_1 | 96 |
| xor2_1 | 48 |
| nor2_1 | 180 |
| nand2_1 | 178 |
| a21oi_1 | 186 |
| and3_1 | 30 |
| a31oi_1 | 42 |
| nor4_1 | 50 |
| xnor2_1 | 164 |
| ha_1 | 195 |
| clkbuf_1 | 81 |
| a221oi_1 | 30 |
| fa_1 | 62 |
==> cell families (layout without fill, tap and decap cells) <==
kind of cell    count (synthesis)  in the layout
compound gates                772            772
xor+xnor                      215            215
fa+ha+maj                     257            257
buf+inv                       281            336
latches                        34             34
mux                            12             12
other cells                     0              5
simple gates                  847            847
==> layer usage <==
metal	wire, µm	global-route usage [%]	vias up
li1	-	-	9137
met1	35400	69.1	9853
met2	36100	72.5	1841
met3	16700	29.6	449
met4	7430	31.3	4
met5	17	0	-
==> cells in the final DEF (no fill, tap or decap), types with 50 or more instances in the layout <==
| cell type | Yosys | layout |
|---|---|---|
| nand4_1 | 51 | 51 |
| a21oi_1 | 186 | 185 |
| nand3_1 | 96 | 96 |
| nor3_1 | 73 | 71 |
| clkdlybuf4s50_1 | 0 | 106 |
| inv_1 | 141 | 141 |
| buf_4 | 10 | 75 |
| o21ai_0 | 127 | 127 |
| xnor2_1 | 164 | 164 |
| ha_1 | 195 | 195 |
| nor2_1 | 180 | 178 |
| nand2_1 | 178 | 178 |
| fa_1 | 62 | 62 |
| nor4_1 | 50 | 50 |
==> path summary, 6_finish.rpt <==
check	startpoint	end	slack (ps)
max	B[2]	FlagZ	4690
min	A[31]	FlagN	9830
Power and IR drop assume default switching activity.
